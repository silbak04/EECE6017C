==> design/flow/design.v <==
module d_fflop (
    input clk, rst, d,
    output reg q_out = 0
);
    always @ (posedge clk) begin
        if(rst)
            q_out <= 0;
        else
            q_out <= d;
    end
endmodule
`timescale 1 ns / 100 ps
module fsm (
    input clk, w, rst,
    output z 
);
    wire a_out, b_out, c_out, d_out, e_out,
         f_out, g_out, h_out, i_out;
    assign a_s = rst;
    assign b_s = (~w) & (a_out | f_out | g_out | h_out | i_out) & (~b_out);
    assign c_s = b_out & (~w) & ~c_out;
    assign d_s = c_out & (~w) & ~d_out;
    assign e_s = (d_out & (~w)) | (e_out & (~w));
    assign f_s = (w) & (a_out | b_out | c_out | d_out | e_out) & (~f_out);
    assign g_s = f_out & (w) & ~g_out;
    assign h_s = g_out & (w) & ~h_out;
    assign i_s = h_out & (w);
    assign z = e_out | i_out;
    d_fflop a (clk, 0, a_s, a_out);
    d_fflop b (clk, rst, b_s, b_out);
    d_fflop c (clk, rst, c_s, c_out);
    d_fflop d (clk, rst, d_s, d_out);
    d_fflop e (clk, rst, e_s, e_out);
    d_fflop f (clk, rst, f_s, f_out);
    d_fflop g (clk, rst, g_s, g_out);
    d_fflop h (clk, rst, h_s, h_out);
    d_fflop i (clk, rst, i_s, i_out);
endmodule
==> design/flow/run.sh <==
#!/bin/bash
# OpenROAD 26Q1-2900-gdf79404cd8, Yosys 0.63+post, stock flow scripts
make -C /OpenROAD-flow-scripts/flow DESIGN_CONFIG=/design/flow/config.mk WORK_HOME=/design/flow/orfs finish
==> design/flow/config.mk <==
export PLATFORM = sky130hd
export DESIGN_NAME = fsm
export DESIGN_NICKNAME = fsm
export VERILOG_FILES = /design/flow/design.v
export SDC_FILE = /design/flow/constraint.sdc
export NUM_CORES = 4
export LEC_CHECK = 1
export CORE_AREA = 10 10 70 70
export DIE_AREA = 0 0 80 80
==> design/flow/constraint.sdc <==
current_design fsm

set clk_period 1.0
set clk_io_pct 0.2

create_clock -name clk0 -period $clk_period [get_ports {clk}]

set non_clock_inputs [all_inputs -no_clocks]
set_input_delay [expr $clk_period * $clk_io_pct] -clock clk0 $non_clock_inputs
set_output_delay [expr $clk_period * $clk_io_pct] -clock clk0 [all_outputs]
==> run notes <==
Numbers from the implementation run.

The final core utilization is 12.7%. Per the GRT congestion report, total overflow comes to 0. The cell type with the highest aggregate area in the netlist is dfxtp_1. The estimated wirelength of the detail-placed design is 339 um. Of all flip-flops after synthesis, the portion carrying an async set or reset was 0%. The TritonCTS buffer count is 3.

With fillers left out, the area of the finished cells amounts to 434 sq um. The critical path in the final layout is reported with a setup slack of -0.119 ns. TritonCTS built the clock tree. The clock sink count is 9.

The number of nets with antenna violations after detailed routing is 0. Entering global routing, the biggest net connects 7 pins. The clock-pin slew reported for the worst setup and hold paths after clock tree synthesis is 0.06 ns.

The critical path is of the reg2out type. The count of max-cap constraint violations is 0. In this run the cell area measured after placement is 374 sq um. The sequential cells in the finished layout cover a total of 183 sq um. The via count of the first global-routing pass is 212.

After synthesis, the design contains 24 cells according to Yosys. Looking at the VDD voltage map, the peak drop is 1.19 mV. The max-slew violation total from the final report is 0. The per-cell via count in the routed design is 2.57. The xor-xnor portion of the synthesized cell area is 0%. The number of antenna repair diodes is 0.

Sorting the synthesized cells by area gives the leading types as dfxtp_1 65%, nor4b_1 6.3%, a2111oi_2 5.4%. Including well taps, the total number of placed cells is 74. Looking at the clock tree report, the root buffer type is clkbuf_4. The floorplan-stage core utilization is 8.17%.

STA classifies the critical path endpoint as a primary output. The slew check shows that the tightest pin keeps a relative margin of 80.3%. The placement report lists the number of port buffers as 3. The average cell area after synthesis is 11.6 sq um. The post-synthesis compound-gate area fraction is 8.07%. For this run, the detailed router's first-pass iteration total came to 1. The number of hold violations in the final report is 0. The total core area is 3420 sq um. After synthesis, the share of cell area in mux cells is 0%. In this run the cell area of the synthesized design comes to 279 sq um. The initialized floorplan defines 21 standard-cell rows.

For this run, design rule violations remaining after detail routing come to 0. The routability congestion estimate from global placement is 0.723. In this run, the synthesized area fraction spent on adder and majority cells is recorded as 0%. The data required time at the worst endpoint is 0.80 ns. The timing-limited maximum frequency is 0.894 GHz. The average wire per cell in the routed design is 6.39 um. The finished layout holds 79 standard cells, fillers aside. The most numerous cell in the Yosys netlist is dfxtp_1.

The stat command in Yosys gives a chip area of 279 sq um. The count of hold-fix buffers inserted at cts is 0. The top cell type's share of synthesized area is 64.6%. Per the synthesis report, the simple-gate share of the synthesized area is 24.7%. Per the CTS log, the buffer count on the longest clock path is 2. STA classifies the critical path startpoint as a flop. The count of routing violations after the opening detailed-route iteration is 0. The checks that failed: negative setup slack.

The number of warnings reported in the stage logs is 27. The transition time at the pin with the least slew margin is 0.293 ns. The layout overhead on the synthesized area is 55.6%.

The initial antenna violation count was 0. The first global-routing pass estimated 821 um of wire. The number of enable flip-flop cells is 0. The dominant kind of combinational cell is simple AND/OR/NAND/NOR gates.

The power density over the cells is 1580 nW/um^2. Summing over every cut layer, the via total after detailed routing is 203. Counting the warning lines in the Yosys log gives 11. The total global routing track utilization is 1.65%. The run finished, with violations left. The number of different library cells used by synthesis comes to 11.

After layout, the worst path uses 112% of the clock period. The synthesized instance count is 24. The commonest register cell is dfxtp_1.

The chip occupies 6400 sq um. The filler cells instantiated in the layout total 401. The horizontal die dimension is 80 um. Sequential cells were found to cover 64.6% of the synthesized design area. The minimum period implied by the final worst setup slack is 1.12 ns. The post-route netlist has 39.4% of its cells at a drive strength greater than 1.

The H-tree level count is 1. The leakage power total is 0.146 nW. The post-synth register bit count is 9.

The combinational gate area is 114 sq um. The worst-case clock skew is 0.000225 ns. Setup repair after global routing could not meet its margin everywhere. The final tally of setup violations is 1. The arrival time of data at the worst endpoint is listed as 0.92 ns. The total wire length is 505 um.

Per the OpenROAD floorplan log, the height of the die is 80 um. As reported, the later end of the worst-skew pair has a clock insertion delay of 0.26 ns. The worst hold path belongs to the class reg2reg.

The top-level I/O count is 4. Max fanout on the critical path was recorded as 2.
## metal layers
layer / wire [um] / global-route usage (%) / vias to the layer above
met4: 0 / 0 / 0
met5: 0 / 0 / -
met1: 258 / 1.95 / 90
met3: 65 / 2.16 / 0
li1: - / - / 106
met2: 181 / 1.85 / 7
## cell families (layout without fill, tap and decap cells)
group / Yosys count / after routing
AND-OR/OR-AND: 2 / 2
buffers and inverters: 2 / 11
flip-flops: 9 / 9
AND/OR/NAND/NOR: 11 / 11
## critical path: stages, from the launching register on
cell,delay [ns]
dfxtp_2,0.31
or2_4,0.24
buf_6,0.11
## final timing paths
| path | cells after the start | slack, ns | to | startpoint |
|---|---|---|---|---|
| max | 2 | -0.12 | z | e.q_out |
| min | 1 | 0.43 | d.q_out | d.q_out |
| max reg2reg | 2 | 0.09 | b.q_out | f.q_out |
| min reg2reg | 1 | 0.43 | d.q_out | d.q_out |
## sequential cells by signal, summed over array words and instances (netlist names)
name     count
a.q_out      1
b.q_out      1
c.q_out      1
d.q_out      1
e.q_out      1
f.q_out      1
g.q_out      1
h.q_out      1
i.q_out      1
## cells in the final DEF (no fill, tap or decap), drive strengths merged
| master | Yosys | layout |
|---|---|---|
| nor4 | 1 | 1 |
| inv | 2 | 2 |
| nand2b | 1 | 1 |
| dfxtp | 9 | 9 |
| or2 | 1 | 1 |
| nor3 | 2 | 2 |
| nor2 | 2 | 2 |
| clkdlybuf4s50 | 0 | 2 |
| nor4b | 2 | 2 |
| clkbuf | 0 | 4 |
| a2111oi | 1 | 1 |
| buf | 0 | 3 |
| nor3b | 2 | 2 |
| a211oi | 1 | 1 |
## timing repair
action | 4_1_cts | 5_1_grt
setup buffers | 1 | 0
setup endpoints to repair | 1 | 4
resized | 6 | 4
pin swaps | 1 | 1
## area by class of cell
cell class | instances | area share [%]
timing repair buffer | 5 | 10.7
clock buffer | 4 | 6.05
tap | 46 | 13.3
inverter | 2 | 1.73
multi-input combinational | 13 | 26.2
sequential | 9 | 42.1
## metrics by stage
step	worst slack [ns]	hold WS, ns	TNS (ns)	total power [mW]
floorplan	0.156	0.228	0	0.394
global placement	-0.212	0.416	-1.31	0.413
detailed placement	-0.231	0.415	-1.54	0.414
CTS	-0.129	0.425	-0.129	0.687
global route	-0.163	0.446	-0.177	0.721
finish	-0.119	0.425	-0.119	0.684
## power breakdown
| group | total [mW] | switching (mW) | leakage, nW | internal [mW] |
|---|---|---|---|---|
| Combinational | 0.0403 | 0.0170 | 0.0569 | 0.0233 |
| Clock | 0.270 | 0.117 | 0.0150 | 0.153 |
| Sequential | 0.374 | 0.00651 | 0.0743 | 0.368 |
Power and IR drop assume default switching activity.
